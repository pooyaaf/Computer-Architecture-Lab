## config.mk

```make
export PLATFORM = sky130hd
export DESIGN_NAME = StageMem
export DESIGN_NICKNAME = StageMem
export VERILOG_FILES = /design/flow/design.v
export SDC_FILE = /design/flow/constraint.sdc
export NUM_CORES = 4
export LEC_CHECK = 1
export CORE_UTILIZATION = 40
export SYNTH_MEMORY_MAX_BITS = 65536
```

## constraint.sdc

```tcl
current_design StageMem

set clk_period 3.6
set clk_io_pct 0.2

create_clock -name clk0 -period $clk_period [get_ports {clk}]

set non_clock_inputs [all_inputs -no_clocks]
set_input_delay [expr $clk_period * $clk_io_pct] -clock clk0 $non_clock_inputs
set_output_delay [expr $clk_period * $clk_io_pct] -clock clk0 [all_outputs]
```

## design.v

```verilog
module MUX2to1 #(
    parameter N = 32
)(
    input [N-1:0] input1, input2,
    input sel,
    output [N-1:0] out
);
    assign out = sel ? input2 : input1;
endmodule
module StageMem(
    input clk, rst,
    input wbEnIn, memREnIn, memWEnIn,
    input [31:0] aluResIn, valRm,
    input [3:0] destIn,
    output wbEnOut, memREnOut,
    output [31:0] aluResOut, memOut,
    output [3:0] destOut,
    output freeze,
    inout [15:0] SRAM_DQ,
    output [17:0] SRAM_ADDR,
    output SRAM_UB_N,
    output SRAM_LB_N,
    output SRAM_WE_N,
    output SRAM_CE_N,
    output SRAM_OE_N
);
    wire sramReady;
    wire [63:0] sramReadData;
    wire sramWrEn, sramRdEn;
    assign memREnOut = memREnIn;
    assign aluResOut = aluResIn;
    assign destOut = destIn;
    wire ready;
    assign freeze = ~ready;
    SramController sramcontroller(
        .clk(clk), 
        .rst(rst),
        .wrEn(sramWrEn),
        .rdEn(sramRdEn),
        .address(aluResIn),
        .writeData(valRm),
        .readData(sramReadData),
        .ready(sramReady),
        .SRAM_DQ(SRAM_DQ),
        .SRAM_ADDR(SRAM_ADDR),
        .SRAM_UB_N(SRAM_UB_N),
        .SRAM_LB_N(SRAM_LB_N),
        .SRAM_WE_N(SRAM_WE_N),
        .SRAM_CE_N(SRAM_CE_N),
        .SRAM_OE_N(SRAM_OE_N)
    );
    CacheController cacheController(
        .clk(clk), 
        .rst(rst),
        .rdEn(memREnIn), 
        .wrEn(memWEnIn),
        .address(aluResIn),
        .writeData(valRm),
        .readData(memOut),
        .ready(ready),
        .sramReady(sramReady),
        .sramReadData(sramReadData),
        .sramWrEn(sramWrEn), 
        .sramRdEn(sramRdEn)
    );
    MUX2to1 #(1) ramWbEn(
        .input1(wbEnIn),
        .input2(1'b0),
        .sel(freeze),
        .out(wbEnOut)
    );
endmodule
module CacheController(
    input clk, rst,
    input rdEn, wrEn,
    input [31:0] address,
    input [31:0] writeData,
    output [31:0] readData,
    output ready,
    input sramReady,
    input [63:0] sramReadData,
    output sramWrEn, sramRdEn
);
    reg [31:0] way0First  [0:63];
    reg [31:0] way0Second [0:63];
    reg [31:0] way1First  [0:63];
    reg [31:0] way1Second [0:63];
    reg [9:0] way0Tag [0:63];
    reg [9:0] way1Tag [0:63];
    reg [63:0] way0Valid;
    reg [63:0] way1Valid;
    reg [63:0] indexLru;
    wire [2:0] offset;
    wire [5:0] index;
    wire [9:0] tag;
    assign offset = address[2:0];
    assign index = address[8:3];
    assign tag = address[18:9];
    wire [31:0] cacheHitDataWay0, cacheHitDataWay1;
    wire [9:0] tagWay0, tagWay1;
    wire validWay0, validWay1;
    assign cacheHitDataWay0 = (offset[2] == 1'b0) ? way0First[index] : way0Second[index];
    assign cacheHitDataWay1 = (offset[2] == 1'b0) ? way1First[index] : way1Second[index];
    assign tagWay0 = way0Tag[index];
    assign tagWay1 = way1Tag[index];
    assign validWay0 = way0Valid[index];
    assign validWay1 = way1Valid[index];
    wire hit;
    wire hitWay0, hitWay1;
    assign hitWay0 = (tagWay0 == tag && validWay0 == 1'b1);
    assign hitWay1 = (tagWay1 == tag && validWay1 == 1'b1);
    assign hit = hitWay0 | hitWay1;
    wire [31:0] cacheHitData;
    wire [31:0] hitData;
    assign cacheHitData = hitWay0 ? cacheHitDataWay0 :
                  hitWay1 ? cacheHitDataWay1 : 32'dz;
    assign hitData = hit ? cacheHitData :
                       sramReady ? (offset[2] == 1'b0 ? sramReadData[31:0] : sramReadData[63:32]) : 32'bz;
    assign readData = rdEn ? hitData : 32'bz;
    assign ready = sramReady | (rdEn & hit);  
    assign sramRdEn = ~hit & rdEn;
    assign sramWrEn = wrEn;
    always @(posedge clk) begin
        if (wrEn) begin
            if (hitWay0) begin
                way0Valid[index] = 1'b0;
                indexLru[index] = 1'b1;
            end
            else if (hitWay1) begin
                way1Valid[index] = 1'b0;
                indexLru[index] = 1'b0;
            end
        end
        if (rdEn) begin
            if (hit) begin
                indexLru[index] = hitWay0 ? 1'b0 : 1'b1;
            end
            else begin
                if (sramReady) begin
                    if (indexLru[index] == 1'b1) begin
                        {way0Second[index], way0First[index]} = sramReadData;
                        way0Valid[index] = 1'b1;
                        way0Tag[index] = tag;
                        indexLru[index] = 1'b0;
                    end
                    else begin
                        {way1Second[index], way1First[index]} = sramReadData;
                        way1Valid[index] = 1'b1;
                        way1Tag[index] = tag;
                        indexLru[index] = 1'b1;
                    end
                end
            end
        end
    end
    always @(posedge clk or posedge rst) begin
        if (rst) begin
            way0Valid = 64'd0;
            way1Valid = 64'd0;
            indexLru = 64'd0;
        end
    end
endmodule
module SramController(
    input clk, rst,
    input wrEn, rdEn,
    input [31:0] address,
    input [31:0] writeData,
    output reg [63:0] readData,
    output reg ready,             
    inout [15:0] SRAM_DQ,         
    output reg [17:0] SRAM_ADDR,  
    output SRAM_UB_N,             
    output SRAM_LB_N,             
    output reg SRAM_WE_N,         
    output SRAM_CE_N,             
    output SRAM_OE_N              
);
    assign {SRAM_UB_N, SRAM_LB_N, SRAM_CE_N, SRAM_OE_N} = 4'b0000;
    wire [31:0] memAddr;
    assign memAddr = address - 32'd1024;
    wire [17:0] sramLowAddr, sramHighAddr, sramUpLowAddess, sramUpHighAddess;
    assign sramLowAddr = {memAddr[18:3], 2'd0};
    assign sramHighAddr = sramLowAddr + 18'd1;
    assign sramUpLowAddess = sramLowAddr + 18'd2;
    assign sramUpHighAddess = sramLowAddr + 18'd3;
    wire [17:0] sramLowAddrWrite, sramHighAddrWrite;
    assign sramLowAddrWrite = {memAddr[18:2], 1'b0};
    assign sramHighAddrWrite = sramLowAddrWrite + 18'd1;
    reg [15:0] dq;
    assign SRAM_DQ = wrEn ? dq : 16'bz;
    localparam Idle = 3'd0, DataLow = 3'd1, DataHigh = 3'd2, DataUpLow = 3'd3, DataUpHigh = 3'd4, Done = 3'd5;
    reg [2:0] ps, ns;
    always @(ps or wrEn or rdEn) begin
        case (ps)
            Idle: ns = (wrEn == 1'b1 || rdEn == 1'b1) ? DataLow : Idle;
            DataLow: ns = DataHigh;
            DataHigh: ns = DataUpLow;
            DataUpLow: ns = DataUpHigh;
            DataUpHigh: ns = Done;
            Done: ns = Idle;
        endcase
    end
    always @(*) begin
        SRAM_ADDR = 18'b0;
        SRAM_WE_N = 1'b1;
        ready = 1'b0;
        case (ps)
            Idle: ready = ~(wrEn | rdEn);
            DataLow: begin
                SRAM_WE_N = ~wrEn;
                if (rdEn) begin
                    SRAM_ADDR = sramLowAddr;
                    readData[15:0] <= SRAM_DQ;
                end
                else if (wrEn) begin
                    SRAM_ADDR = sramLowAddrWrite;
                    dq = writeData[15:0];
                end
            end
            DataHigh: begin
                SRAM_WE_N = ~wrEn;
                if (rdEn) begin
                    SRAM_ADDR = sramHighAddr;
                    readData[31:16] <= SRAM_DQ;
                end
                else if (wrEn) begin
                    SRAM_ADDR = sramHighAddrWrite;
                    dq = writeData[31:16];
                end
            end
            DataUpLow: begin
                SRAM_WE_N = 1'b1;
                if (rdEn) begin
                    SRAM_ADDR = sramUpLowAddess;
                    readData[47:32] <= SRAM_DQ;
                end
            end
            DataUpHigh: begin
                SRAM_WE_N = 1'b1;
                if (rdEn) begin
                    SRAM_ADDR = sramUpHighAddess;
                    readData[63:48] <= SRAM_DQ;
                end
            end
            Done: ready = 1'b1;
        endcase
    end
    always @(posedge clk or posedge rst) begin
        if (rst) ps <= Idle;
        else ps <= ns;
    end
endmodule
```

## run.sh

```bash
#!/bin/bash
# OpenROAD 26Q1-2900-gdf79404cd8, Yosys 0.63+post, stock flow scripts
make -C /OpenROAD-flow-scripts/flow DESIGN_CONFIG=/design/flow/config.mk WORK_HOME=/design/flow/orfs finish
```

==> reports/results.md <==
| Parameter | This run | Unit |
|---|---|---|
| Type of the most critical hold path | in2async | - |
| Utilization after layout | 0.606 | - |
| Number of instances in the synthesized netlist | 252 | - |
| Post-DRT Antenna Nets | 0 | - |
| Final setup viols | 0 | - |
| Drt first pass iters | 4 | - |
| Detail Placement HPWL | 4.83 | mm |
| GR Util All Layers | 0.185 | - |
| Number of buffers added by the clock tree synthesis step | 3 | - |
| EDFF count, synth | 0 | - |
| Number of flip-flops and latches in the synthesized netlist | 86 | - |
| Number of vias in the routed layout | 2074 | - |
| PnR Total Power | 0.000424 | W |
| Arrival time at the worst endpoint | 2.85 | ns |
| Longest Clk Path Bufs | 2 | - |
| Clock-pin transition on the worst setup and hold timing paths | 0.03 | ns |
| Fraction of layout instances using a drive strength above 1 | 0.231 | - |
| Die span in y | 83.5 | µm |
| Vias in the first global route | 2032 | - |
| Worst slew margin | 0.538 | - |
| Number of diodes | 0 | - |
| Largest net degree at the start of global routing | 35 | - |
| Fill cell total of the finished layout | 548 | - |
| Met2 track utilization from global routing | 0.312 | - |
| Clock tree from TritonCTS | done | - |
| Drt first-iter violations | 52 | - |
| CTS Root Buffer Type | sky130_fd_sc_hd__clkbuf_8 | - |
| Transition time at the pin with the least slew margin | 0.689 | ns |
| Required time worst endpoint | 2.88 | ns |
| Reg area | 0.00132 | mm² |
| Synthesis Warnings | 390 | - |
| Drt wl/cell | 14.9 | µm |
| Total leakage power | 1.65 | nW |
| Post-route DRC violation count | 0 | - |
| Crit-path max FO | 4 | - |
| GR Util met1 | 0.270 | - |
| Type of origin of the critical path | input pin | - |
| Net switching component of the power | 0.0000910 | W |
| Netlist area before placement | 0.00266 | mm² |
| Floorplan-stage core utilization | 0.416 | - |
| RSZ-0062 raised after global routing | false | - |
| Number of core rows | 29 | - |
| Min Tclk post-route | 3.57 | ns |
| Fmax | 280 | MHz |
| Final WL | 6.34 | mm |
| Power Dens Cells | 110 | mW/mm² |
| RD Place Congestion | 0.844 | - |
| Top Layout Cells | 124 x sky130_fd_sc_hd__clkdlybuf4s50_1, 83 x sky130_fd_sc_hd__dlxtn_1, 48 x sky130_fd_sc_hd__mux2_2 | - |
| Dominant flop cell | sky130_fd_sc_hd__dlxtn_1 | - |
| Pins Over Slew Limit | 0 | - |
| GRT Max-Usage Layer | met2 | - |
| CTS H-Tree Depth | 1 | - |
| Count of unique library cells instantiated by Yosys | 37 | - |
| Post-CTS Hold Buffers | 0 | - |
| Peak VDD IR | 0.0000810 | V |
| Critical Path End Type | output pin | - |
| Result of the run | finished clean | - |
| Total die size | 0.00697 | mm² |
| Highest-count logic cell in the final layout | sky130_fd_sc_hd__clkdlybuf4s50_1 | - |
| GRT met3 Usage | 0.0301 | - |
| Core Box Area | 0.00639 | mm² |
| Share of flip-flops with an asynchronous set or reset | 0.0349 | - |
| Endpoints failing hold | 0 | - |
| Number of unconstrained endpoints | 102 | - |
| Global-route wire length before repair | 10.0 | mm |
| Crit Path Class | in2out | - |
| Flop pwr share | 0.241 | - |
| OpenROAD warning count | 25 | - |
| Layout area overhead | 45.8 | % |
| Combined area of the multi-input logic cells | 0.00101 | mm² |
| Switching power share of the total | 0.214 | - |
| Antenna violations before repair | 0 | - |
| Vias per std cell | 4.89 | - |
| Overall die width | 83.5 | µm |
| I/O pin cnt | 183 | - |
| Worst hold margin | 0.700 | ns |
| Max-cap violation count | 0 | - |
| Number of port buffers | 124 | - |
| Yosys stat cell total | 252 | - |
| Summed standard-cell area reported by yosys | 0.00266 | mm² |
| Register pins left without a clock | 83 | - |
| Combinational Power Share | 0.532 | - |
| Overflow left after global routing | 0 | - |
| Post-layout period usage of the worst path | 0.991 | - |
| Per-instance average area after synthesis | 10.5 | µm² |
| Clock share of power | 0.227 | - |
| Cell internal power dissipation | 0.000333 | W |
-- synth_stat cells, types with 2 or more instances --
cell type / instances / share of area
sky130_fd_sc_hd__nand2_1: 5 / 0.0071
sky130_fd_sc_hd__buf_2: 2 / 0.0038
sky130_fd_sc_hd__o31ai_1: 2 / 0.0057
sky130_fd_sc_hd__mux2_2: 48 / 0.20
sky130_fd_sc_hd__inv_1: 6 / 0.0085
sky130_fd_sc_hd__o21ai_0: 3 / 0.0057
sky130_fd_sc_hd__or4b_2: 2 / 0.0075
sky130_fd_sc_hd__a21boi_0: 7 / 0.020
sky130_fd_sc_hd__or4_1: 2 / 0.0057
sky130_fd_sc_hd__a21oi_1: 7 / 0.013
sky130_fd_sc_hd__nand3b_1: 2 / 0.0057
sky130_fd_sc_hd__dfrtp_1: 3 / 0.028
sky130_fd_sc_hd__buf_4: 41 / 0.12
sky130_fd_sc_hd__or3_1: 2 / 0.0047
sky130_fd_sc_hd__dlxtn_1: 83 / 0.47
sky130_fd_sc_hd__clkbuf_1: 8 / 0.011
sky130_fd_sc_hd__nor2_1: 2 / 0.0028
sky130_fd_sc_hd__xnor2_1: 3 / 0.0099
sky130_fd_sc_hd__nand2b_1: 2 / 0.0047
sky130_fd_sc_hd__a22oi_1: 4 / 0.011
sky130_fd_sc_hd__xor2_1: 2 / 0.0066
-- power groups by stage --
stage,clock network (W),logic (W),registers (W)
after CTS,0.000100,0.000227,0.000103
after global routing,0.000105,0.000244,0.000108
final,0.0000964,0.000226,0.000102
-- repair_timing --
action | CTS | global route
setup endpoints to repair | 1 | 3
cloned | 0 | 0
pin swaps | 0 | 1
gates resized | 1 | 7
setup buffers | 0 | 1
-- worst max-delay path: stages --
cell and delay (ns):
sky130_fd_sc_hd__clkdlybuf4s50_1 0.42, sky130_fd_sc_hd__or4_4 0.56, sky130_fd_sc_hd__or4_4 0.49, sky130_fd_sc_hd__a22oi_2 0.16, sky130_fd_sc_hd__clkdlybuf4s50_1 0.49
-- layout make-up --
type                    count  share of cell area
flip-flops and latches     86               0.341
well taps                  77              0.0249
inverters                   6             0.00582
repair buffers            140               0.355
multi-input cells         111               0.261
clock buffers               4              0.0116
-- stage by stage --
stage               cell area [µm²]  setup TNS, ns  instances  setup slack [ns]
floorplan                      2670              0        255             0.970
global placement               3780              0        419            0.0190
detailed placement             3780        -0.0134        419           -0.0134
CTS                            3830              0        423            0.0217
global route                   3870              0        424           0.00360
finish                         3870              0        424            0.0339
-- cell families after synthesis --
| family | share of synthesized area |
|---|---|
| latches | 0.471 |
| buffers and inverters | 0.141 |
| multiplexers | 0.204 |
| AND-OR/OR-AND | 0.0688 |
| AND/OR/NAND/NOR | 0.0664 |
| XOR/XNOR | 0.0165 |
| flip-flops | 0.0283 |
| adder cells (fa/ha/maj) | 0.00471 |
| other | 0.00141 |
-- routing by layer --
| metal | wire, µm | vias to the layer above |
|---|---|---|
| met1 | 2740 | 962 |
| met5 | 0 | - |
| met2 | 3120 | 99 |
| met4 | 17 | 0 |
| met3 | 463 | 6 |
| li1 | - | 1007 |
-- flip-flops by register name (all words and copies together) (netlist names) --
signal and flops:
sramcontroller.readData 64, SRAM_DQ 16, sramcontroller.ns 3, sramcontroller.ps 3
-- final timing paths --
check | endpoint | cells after the start | from | slack [ns]
max | SRAM_ADDR[17] | 5 | aluResIn[13] | 0.03
min | sramcontroller.ps[1] | 2 | rst | 0.70
max in group asynchronous | sramcontroller.ps[2] | 2 | rst | 2.77
min in group clk0 | aluResOut[19] | 0 | aluResIn[19] | 1.44
Power is estimated from default activity; no workload was simulated.
