==> flow/design.v <==
module MUX2to1 #(
    parameter N = 32
)(
    input [N-1:0] input1, input2,
    input sel,
    output [N-1:0] out
);
    assign out = sel ? input2 : input1;
endmodule
module StageId(
    input clk, rst,
    input [31:0] pcIn, inst,
    input [3:0] status,
    input wbWbEn,
    input [31:0] wbValue,
    input [3:0] wbDest,
    input hazard,
    output [31:0] pcOut,
    output [3:0] aluCmd,
    output memRead, memWriteEn, wbEn, branch, s,
    output [31:0] regRn, regRm,
    output imm,
    output [11:0] shiftOperand,
    output signed [23:0] imm24,
    output [3:0] dest,
    output [3:0] src1, src2,
    output hazardTwoSrc, 
    output [3:0] hazardRn, hazardRdm
);
    wire cond, condFinal;
    wire [3:0] aluCmdCU, rn;
    wire [3:0] regfile2Inp;
    wire memReadCU, memWriteCU, wbEnCU, branchCU, sCU;
    assign pcOut = pcIn;
    assign imm = inst[25];
    assign shiftOperand = inst[11:0];
    assign imm24 = inst[23:0];
    assign dest = inst[15:12];
    assign src1 = inst[19:16];
    assign rn = inst[19:16];
    assign hazardRn = rn;
    assign hazardRdm = regfile2Inp;
    assign src2 = regfile2Inp;
    assign hazardTwoSrc = ~imm | memWriteCU;
    assign condFinal = ~cond | hazard;
    ConditionCheck cc(
        .cond(inst[31:28]),
        .status(status),
        .result(cond)
    );
    ControlUnit cu(
        .mode(inst[27:26]),
        .opcode(inst[24:21]),
        .sIn(inst[20]),
        .aluCmd(aluCmdCU),
        .memRead(memReadCU),
        .memWrite(memWriteCU),
        .wbEn(wbEnCU),
        .branch(branchCU),
        .sOut(sCU)
    );
    RegisterFile rf(
        .clk(clk),
        .rst(rst),
        .readRegister1(rn),
        .readRegister2(regfile2Inp),
        .writeRegister(wbDest),
        .writeData(wbValue),
        .writeEn(wbWbEn),
        .readData1(regRn),
        .readData2(regRm)
    );
    MUX2to1 #(9) muxCtrlUnit(
        .input1({aluCmdCU, memReadCU, memWriteCU, wbEnCU, branchCU, sCU}),
        .input2(9'd0),
        .sel(condFinal),
        .out({aluCmd, memRead, memWriteEn, wbEn, branch, s})
    );
    MUX2to1 #(4) muxRegfile(
        .input1(inst[3:0]),
        .input2(inst[15:12]),
        .sel(memWriteEn),
        .out(regfile2Inp)
    );
endmodule
module ConditionCheck(
    input [3:0] cond,
    input [3:0] status,
    output reg result
);
    wire n, z, c, v;
    assign {n, z, c, v} = status;
    always @(cond, n, z, c, v) begin
        result = 1'b0;
        case (cond)
            4'b0000: result = z;              
            4'b0001: result = ~z;             
            4'b0010: result = c;              
            4'b0011: result = ~c;             
            4'b0100: result = n;              
            4'b0101: result = ~n;             
            4'b0110: result = v;              
            4'b0111: result = ~v;             
            4'b1000: result = c & ~z;         
            4'b1001: result = ~c | z;         
            4'b1010: result = (n == v);       
            4'b1011: result = (n != v);       
            4'b1100: result = ~z & (n == v);  
            4'b1101: result = z & (n != v);   
            4'b1110: result = 1'b1;           
            default: result = 1'b0;
        endcase
    end
endmodule
module ControlUnit(
    input [1:0] mode,
    input [3:0] opcode,
    input sIn, 
    output reg [3:0] aluCmd,
    output reg memRead, memWrite,
    output reg wbEn, branch, sOut
);
    always @(mode, opcode, sIn) begin
        aluCmd = 4'd0;
        {memRead, memWrite} = 2'd0;
        {wbEn, branch, sOut} = 3'd0;
        case (opcode)
            4'b1101: aluCmd = 4'b0001;  
            4'b1111: aluCmd = 4'b1001;  
            4'b0100: aluCmd = 4'b0010;  
            4'b0101: aluCmd = 4'b0011;  
            4'b0010: aluCmd = 4'b0100;  
            4'b0110: aluCmd = 4'b0101;  
            4'b0000: aluCmd = 4'b0110;  
            4'b1100: aluCmd = 4'b0111;  
            4'b0001: aluCmd = 4'b1000;  
            4'b1010: aluCmd = 4'b0100;  
            4'b1000: aluCmd = 4'b0110;  
            default: aluCmd = 4'b0001;
        endcase
        case (mode)
            2'b00: begin
                sOut = sIn;
                wbEn = (opcode == 4'b1010 || opcode == 4'b1000 || opcode == 4'b0011) ? 1'b0 : 1'b1;
            end
            2'b01: begin
                wbEn = sIn;
                memRead = sIn;
                memWrite = ~sIn;
            end
            2'b10: branch = 1'b1;
            default:;
        endcase
    end
endmodule
module RegisterFile #(
    parameter WordLen = 32
)(
    input clk, rst,
    input [3:0] readRegister1, readRegister2, writeRegister,
    input [WordLen-1:0] writeData,
    input writeEn,   
    output [WordLen-1:0] readData1, readData2
 );
    reg [WordLen-1:0] regFile [0:14];
    assign readData1 = regFile[readRegister1];
    assign readData2 = regFile[readRegister2];
    integer i;
    initial begin
        for (i = 0; i < 15; i = i + 1)
            regFile[i] <= i;
    end
    always @(negedge clk or posedge rst) begin
        if (rst)
            for (i = 0; i < 15; i = i + 1)
                regFile[i] <= i;
        else if (writeEn)
            regFile[writeRegister] <= writeData;
    end
endmodule
==> flow/run.sh <==
#!/bin/bash
# OpenROAD 26Q1-2900-gdf79404cd8, Yosys 0.63+post, stock flow scripts
make -C /OpenROAD-flow-scripts/flow DESIGN_CONFIG=/design/flow/config.mk WORK_HOME=/design/flow/orfs finish
==> flow/config.mk <==
export PLATFORM = sky130hd
export DESIGN_NAME = StageId
export DESIGN_NICKNAME = StageId
export VERILOG_FILES = /design/flow/design.v
export SDC_FILE = /design/flow/constraint.sdc
export NUM_CORES = 4
export LEC_CHECK = 1
export CORE_UTILIZATION = 50
==> flow/constraint.sdc <==
current_design StageId

set clk_period 16.0
set clk_io_pct 0.2

create_clock -name clk0 -period $clk_period [get_ports {clk}]

set non_clock_inputs [all_inputs -no_clocks]
set_input_delay [expr $clk_period * $clk_io_pct] -clock clk0 $non_clock_inputs
set_output_delay [expr $clk_period * $clk_io_pct] -clock clk0 [all_outputs]
==> impl_results.rst <==
Physical design figures
=======================

.. list-table::
   :header-rows: 1

   * - Metric
     - Value
   * - Hold buffer count at cts
     - 0
   * - Clock buffer count from CTS
     - 54
   * - Post-synthesis adder-cell area fraction
     - 0%
   * - Crit start category
     - register
   * - Setup repair after global routing missed its margin
     - no
   * - DR vias/cell
     - 7.15
   * - Synth Area in Simple Gates
     - 6.37%
   * - Largest net degree at the start of global routing
     - 124
   * - Length in cells of the worst reg-to-reg path
     - 1
   * - Final tally of max-slew violations
     - 0
   * - Slew HR
     - 41.4%
   * - Dominant combinational cell family by area after synthesis
     - multiplexers
   * - Post-synth area from yosys stat
     - 25200 sq um
   * - Number of cells in the yosys synthesis report
     - 2139
   * - Buffers inserted by post-CTS timing repair
     - 0
   * - Most common library cells after synthesis
     - sky130_fd_sc_hd__mux2_2, sky130_fd_sc_hd__dfrtn_1, sky130_fd_sc_hd__a22oi_1
   * - Average cell area after synthesis
     - 11.8 sq um
   * - Root cell of the clock tree
     - sky130_fd_sc_hd__clkbuf_16
   * - Max reg flops
     - 480
   * - Total core area
     - 49400 sq um
   * - Count of instances resized after the clock tree is built
     - 0
   * - Met3 routed wirelength
     - 13.1 mm
   * - WP data required
     - 12.80 ns
   * - Final standard cell count with taps included and fillers excluded
     - 2899
   * - Die Height
     - 227 um
   * - Hold Path Origin
     - rf.regFile[14][10]
   * - Post-synth top area share
     - 44.9%
   * - Pre-CTS WS
     - 1.94 ns
   * - Max Cap Violations
     - 0
   * - Number of levels the H-tree was split into
     - 2
   * - Biggest area consumer among synthesized cells
     - sky130_fd_sc_hd__dfrtn_1
   * - Number of cell rows
     - 81
   * - Pin slew with the least headroom to its limit
     - 0.879 ns
   * - Min setup slack post-route
     - 2.29 ns
   * - Run status
     - finished, final reports clean
   * - Static leakage power
     - 0.0120 uW
   * - Via total after detailed routing
     - 20700
   * - Capturing element type of the critical path
     - output pin
   * - Hold Path Sink
     - rf.regFile[14][10]
   * - Final weighted congestion in routability-driven placement
     - 0.966
   * - Topmost layer with routed signal wires
     - met5
   * - Number of port buffers
     - 182
   * - Layout-stage area growth over the synthesis result
     - 15.8%
   * - Detail-routed net length per standard cell
     - 33.4 um
   * - Max Buffers Root-to-Sink
     - 3
   * - Final Core Density
     - 59.1%
   * - Number of warning messages in the yosys log
     - 4
   * - Synth mux share
     - 22.6%
   * - Cell area power density
     - 129 nW/um^2
   * - Worst min-delay path category
     - reg2reg
   * - Detailed-placement wirelength estimate
     - 52.0 mm
   * - Data arrival, critical path
     - 10.51 ns
   * - Number of flops mapped to enable cells by yosys
     - 0
   * - Largest cells by area after synthesis
     - sky130_fd_sc_hd__dfrtn_1, sky130_fd_sc_hd__mux2_2, sky130_fd_sc_hd__a22oi_1
   * - Post-route clock skew
     - 0 ns
   * - Tally of unique sky130hd cells used after synthesis
     - 51
   * - I/O pin cnt
     - 271
   * - Tool warnings
     - 58
   * - Largest register by flop count
     - rf.regFile
   * - Core Util at FP
     - 51.1%
   * - Detailed Routing Iterations Pass 1
     - 9
   * - CTS sink cnt
     - 480
   * - Starting DRC count in detailed routing
     - 2232
   * - Initial antenna violation count
     - 3
   * - Remaining number of nets flagged by the antenna check after routing
     - 0
   * - Final setup fails
     - 0
   * - Top cell type by instance count after synthesis
     - sky130_fd_sc_hd__mux2_2
   * - Overflow left after global routing
     - 0
   * - Registers with the most flip-flops
     - rf.regFile: 480 flops
   * - Proportion of synthesized flip-flops having asynchronous set or reset
     - 100%
   * - Peak supply drop
     - 103 uV
   * - Worst reg-to-reg setup slack
     - 15.16 ns
   * - DRC violations left
     - 0
   * - Placed Instances
     - 2773
   * - Share of the yosys chip area belonging to registers
     - 47.8%
   * - XOR/XNOR Fraction of Synth Area
     - 0.104%
   * - R2R Path Start
     - rf.regFile[5][7]
   * - Worst-path clk slew
     - 0.04 ns
   * - DIE AREA
     - 51300 sq um
   * - Most common flop cell mapped by yosys
     - sky130_fd_sc_hd__dfrtn_1
   * - Width of the die
     - 227 um
   * - Via count of the first global-routing pass
     - 20800
   * - DR WL met2
     - 42.5 mm
   * - Worst setup path class
     - reg2out
   * - Area of the mapped netlist
     - 25200 sq um
   * - WL met1
     - 35.5 mm
   * - Aoi/oai-family share of the synthesized area
     - 17.4%
   * - Total of flip-flops plus latches after synthesis
     - 480
   * - TritonCTS clock tree
     - yes
   * - GRT Total Usage
     - 40.3%
   * - Critical register-to-register path endpoint
     - rf.regFile[5][7]
   * - Routed wire length
     - 96.9 mm
   * - Final Hold Vio Count
     - 0
   * - First-pass GRT wire length
     - 141 mm
   * - Fraction of layout instances using a drive strength above 1
     - 31.9%
   * - Largest fanout on the critical path
     - 4
   * - Clock latency at the later pin of the worst-skew pair
     - 0.59 ns
   * - Post-Synthesis Cells
     - 2139
   * - Hold depth
     - 1
worst max-delay path by stage:
stage	startpoint	end	slack, ns	cells after the start
after global routing	rf.regFile[12][8]	regRm[8]	2.15	6
after CTS	rf.regFile[5][7]	regRm[7]	2.28	6
final	rf.regFile[5][7]	regRm[7]	2.29	6
placed cells by master, fill, tap and decap left out, types with 3 or more instances in the layout:
cell type / instances
sky130_fd_sc_hd__a211oi_1: 4
sky130_fd_sc_hd__a21oi_1: 24
sky130_fd_sc_hd__a221o_1: 17
sky130_fd_sc_hd__a221oi_1: 93
sky130_fd_sc_hd__a222oi_1: 64
sky130_fd_sc_hd__a22o_1: 33
sky130_fd_sc_hd__a22oi_1: 222
sky130_fd_sc_hd__and3_1: 3
sky130_fd_sc_hd__buf_12: 3
sky130_fd_sc_hd__buf_4: 66
sky130_fd_sc_hd__bufinv_16: 3
sky130_fd_sc_hd__clkbuf_1: 9
sky130_fd_sc_hd__clkbuf_16: 60
sky130_fd_sc_hd__clkbuf_8: 9
sky130_fd_sc_hd__clkdlybuf4s50_1: 182
sky130_fd_sc_hd__clkinv_2: 11
sky130_fd_sc_hd__dfrtn_1: 452
sky130_fd_sc_hd__dfstp_2: 28
sky130_fd_sc_hd__inv_1: 32
sky130_fd_sc_hd__mux2_2: 487
sky130_fd_sc_hd__mux2i_1: 13
sky130_fd_sc_hd__mux2i_4: 4
sky130_fd_sc_hd__nand2_1: 74
sky130_fd_sc_hd__nand2b_1: 17
sky130_fd_sc_hd__nand3_1: 96
sky130_fd_sc_hd__nand3b_1: 4
sky130_fd_sc_hd__nand4_1: 32
sky130_fd_sc_hd__nor2_1: 46
sky130_fd_sc_hd__nor2_4: 17
sky130_fd_sc_hd__nor2b_1: 4
sky130_fd_sc_hd__nor3_1: 12
sky130_fd_sc_hd__nor3_2: 6
sky130_fd_sc_hd__nor3b_1: 4
sky130_fd_sc_hd__o21ai_0: 5
sky130_fd_sc_hd__o22a_1: 62
sky130_fd_sc_hd__xnor2_1: 3
kinds of logic after synthesis:
family | after synthesis
compound gates | 535
xor+xnor | 3
buf+inv | 286
flops | 480
mux | 507
simple gates | 328
power breakdown:
part	total (uW)	leakage (uW)	internal (uW)	switching, uW
registers	1790	0.00584	1540	252
logic	664	0.00509	388	276
clock network	1310	0.00107	774	540
metal layers:
layer	GRT usage, %	vias up
met3	18.6	426
met4	18.4	2
met2	57.6	1513
met5	0.391	-
li1	-	8427
met1	53.8	10400
metrics by stage:
| stage | area, sq um | hold WS, ns | power, uW | TNS (ns) |
|---|---|---|---|---|
| 2_1_floorplan | 25200 | 0.461 | 2170 | -662.31 |
| 3_3_place_gp | 27200 | 0.475 | 2440 | 0 |
| 3_5_place_dp | 27200 | 0.480 | 2460 | 0 |
| 4_1_cts | 29200 | 0.480 | 3760 | 0 |
| 5_1_grt | 29200 | 0.493 | 3910 | 0 |
| 6_report | 29200 | 0.481 | 3770 | 0 |
final cells by class:
cell class                      count  area, sq um
Clock inverter                     48          287
Timing Repair Buffer              251         2380
Antenna cell                        1         2.50
Multi-Input combinational cell   1373        12000
Sequential cell                   480        12000
Clock buffer                       78         1660
Fill cell                        3978        20200
Inverter                            4         18.8
Tap cell                          664          831
worst max-delay path, cell delays in order (launching register included):
cell and delay (ns):
sky130_fd_sc_hd__dfrtn_1 0.41, sky130_fd_sc_hd__a221oi_1 0.30, sky130_fd_sc_hd__nor2_1 0.07, sky130_fd_sc_hd__a221oi_1 0.37
sky130_fd_sc_hd__nand3_1 0.15, sky130_fd_sc_hd__o22a_1 0.22, sky130_fd_sc_hd__clkdlybuf4s50_1 0.41
No activity file was given, so power comes from the tool's default toggle rates.
