==> flow/config.mk <==
export PLATFORM = sky130hd
export DESIGN_NAME = StageIF
export DESIGN_NICKNAME = StageIF
export VERILOG_FILES = /design/flow/design.v
export SDC_FILE = /design/flow/constraint.sdc
export NUM_CORES = 4
export LEC_CHECK = 1
export CORE_UTILIZATION = 40
==> flow/constraint.sdc <==
current_design StageIF

set clk_period 6.9
set clk_io_pct 0.2

create_clock -name clk0 -period $clk_period [get_ports {clk}]

set non_clock_inputs [all_inputs -no_clocks]
set_input_delay [expr $clk_period * $clk_io_pct] -clock clk0 $non_clock_inputs
set_output_delay [expr $clk_period * $clk_io_pct] -clock clk0 [all_outputs]
==> flow/design.v <==
module Adder #(
    parameter N = 32
)(
    input [N-1:0] a, b,
    output [N-1:0] out
);
    assign out = a + b;
endmodule
module InstructionMemory(
    input [31:0] pc,
    output [31:0] inst
);
    wire [31:0] instMem [0:63];
    assign instMem[0] = 32'b1110_00_1_1101_0_0000_0000_000000010100; 
    assign instMem[1] = 32'b1110_00_1_1101_0_0000_0001_101000000001; 
    assign instMem[2] = 32'b1110_00_1_1101_0_0000_0010_000100000011; 
    assign instMem[3] = 32'b1110_00_0_0100_1_0010_0011_000000000010; 
    assign instMem[4] = 32'b1110_00_0_0101_0_0000_0100_000000000000; 
    assign instMem[5] = 32'b1110_00_0_0010_0_0100_0101_000100000100;
    assign instMem[6] = 32'b1110_00_0_0110_0_0000_0110_000010100000;
    assign instMem[7] = 32'b1110_00_0_1100_0_0101_0111_000101000010;
    assign instMem[8] = 32'b1110_00_0_0000_0_0111_1000_000000000011;
    assign instMem[9] = 32'b1110_00_0_1111_0_0000_1001_000000000110; 
    assign instMem[10] = 32'b1110_00_0_0001_0_0100_1010_000000000101;
    assign instMem[11] = 32'b1110_00_0_1010_1_1000_0000_000000000110;
    assign instMem[12] = 32'b0001_00_0_0100_0_0001_0001_000000000001;
    assign instMem[13] = 32'b1110_00_0_1000_1_1001_0000_000000001000;
    assign instMem[14] = 32'b0000_00_0_0100_0_0010_0010_000000000010; 
    assign instMem[15] = 32'b1110_00_1_1101_0_0000_0000_101100000001;
    assign instMem[16] = 32'b1110_01_0_0100_0_0000_0001_000000000000;
    assign instMem[17] = 32'b1110_01_0_0100_1_0000_1011_000000000000;
    assign instMem[18] = 32'b1110_01_0_0100_0_0000_0010_000000000100;
    assign instMem[19] = 32'b1110_01_0_0100_0_0000_0011_000000001000;
    assign instMem[20] = 32'b1110_01_0_0100_0_0000_0100_000000001101;
    assign instMem[21] = 32'b1110_01_0_0100_0_0000_0101_000000010000;
    assign instMem[22] = 32'b1110_01_0_0100_0_0000_0110_000000010100;
    assign instMem[23] = 32'b1110_01_0_0100_1_0000_1010_000000000100;
    assign instMem[24] = 32'b1110_01_0_0100_0_0000_0111_000000011000;
    assign instMem[25] = 32'b1110_00_1_1101_0_0000_0001_000000000100;
    assign instMem[26] = 32'b1110_00_1_1101_0_0000_0010_000000000000;
    assign instMem[27] = 32'b1110_00_1_1101_0_0000_0011_000000000000;
    assign instMem[28] = 32'b1110_00_0_0100_0_0000_0100_000100000011;
    assign instMem[29] = 32'b1110_01_0_0100_1_0100_0101_000000000000;
    assign instMem[30] = 32'b1110_01_0_0100_1_0100_0110_000000000100;
    assign instMem[31] = 32'b1110_00_0_1010_1_0101_0000_000000000110;
    assign instMem[32] = 32'b1100_01_0_0100_0_0100_0110_000000000000;
    assign instMem[33] = 32'b1100_01_0_0100_0_0100_0101_000000000100;
    assign instMem[34] = 32'b1110_00_1_0100_0_0011_0011_000000000001;
    assign instMem[35] = 32'b1110_00_1_1010_1_0011_0000_000000000011;
    assign instMem[36] = 32'b1011_10_1_0_111111111111111111110111;
    assign instMem[37] = 32'b1110_00_1_0100_0_0010_0010_000000000001;
    assign instMem[38] = 32'b1110_00_0_1010_1_0010_0000_000000000001;
    assign instMem[39] = 32'b1011_10_1_0_111111111111111111110011;
    assign instMem[40] = 32'b1110_01_0_0100_1_0000_0001_000000000000;
    assign instMem[41] = 32'b1110_01_0_0100_1_0000_0010_000000000100;
    assign instMem[42] = 32'b1110_01_0_0100_1_0000_0011_000000001000;
    assign instMem[43] = 32'b1110_01_0_0100_1_0000_0100_000000001100;
    assign instMem[44] = 32'b1110_01_0_0100_1_0000_0101_000000010000;
    assign instMem[45] = 32'b1110_01_0_0100_1_0000_0110_000000010100;
    assign inst = instMem[pc >> 2];
endmodule
module MUX2to1 #(
    parameter N = 32
)(
    input [N-1:0] input1, input2,
    input sel,
    output [N-1:0] out
);
    assign out = sel ? input2 : input1;
endmodule
module Register #(
    parameter N = 32
)(
    input clk, rst,
    input [N-1:0] in,
    input ld,clr,
    output reg [N-1:0] out
);
    always @(posedge clk or posedge rst) begin
        if (rst)
            out <= {N{1'b0}};
        else if(clr)
            out <= {N{1'b0}};
        else if (ld)
            out <= in;
    end
endmodule
module RegisterNegEdge #(
    parameter N = 32
)(
    input clk, rst,
    input [N-1:0] in,
    input ld, clr,
    output reg [N-1:0] out
);
    always @(negedge clk or posedge rst) begin
        if (rst)
            out <= {N{1'b0}};
        else if (clr)
            out <= {N{1'b0}};
        else if (ld)
            out <= in;
    end
endmodule
module StageIF (
    input clk,rst,
    input freeze, branchTaken,
    input[31:0] branchAddr,
    output [31:0] pc, instruction
);
    wire clr = 1'b0;
    wire [31:0] pcRegOut, lastPc, pcAdderOut, instructionOut;
    MUX2to1 #(32) PC_Mux(
        .input1(pcAdderOut),
        .input2(branchAddr),
        .sel(branchTaken),
        .out(lastPc)
    );
    Register #(32) PC_Reg(
        .clk(clk),
        .rst(rst),
        .in(lastPc),
        .ld(~freeze),
        .clr(clr),
        .out(pcRegOut)
    );
    InstructionMemory Inst_Mem(
        .pc(pcRegOut),
        .inst(instructionOut)
    );
    Adder #(32) PC_Adder(
        .a(pcRegOut),
        .b(32'd4),
        .out(pcAdderOut)
    );
    assign pc = pcAdderOut;
    assign instruction = instructionOut;
endmodule
==> flow/run.sh <==
#!/bin/bash
# OpenROAD 26Q1-2900-gdf79404cd8, Yosys 0.63+post, stock flow scripts
make -C /OpenROAD-flow-scripts/flow DESIGN_CONFIG=/design/flow/config.mk WORK_HOME=/design/flow/orfs finish
==> ds_physical_params.txt <==
Physical implementation characteristics

Parameter                              Value

Synth
  Compound Share, Synth    29.0%
  Cell taking the most area after synthesis    sky130_fd_sc_hd__dfrtp_1
  Post-synth cell types    67
  Synthesized registers    32
  Main logic family after synthesis    simple AND/OR/NAND/NOR gates
  Cells after synthesis    516
  Commonest flop    sky130_fd_sc_hd__dfrtp_1
  Area share of the leading cell type in the synthesized netlist    21.3%
  Post-synthesis cell type with the largest instance count    sky130_fd_sc_hd__o21ai_0
  Most common library cells after synthesis    sky130_fd_sc_hd__o21ai_0, sky130_fd_sc_hd__nand2_1, sky130_fd_sc_hd__nor2_1
  Post-synthesis share of cell area spent on and, or, nand and nor gates    31.2%
  XOR-XNOR Cells, Area Fraction    7.21%
  Largest cells by area after synthesis    sky130_fd_sc_hd__dfrtp_1, sky130_fd_sc_hd__o21ai_0, sky130_fd_sc_hd__xnor2_1
  Ys async rst share    100%
  Register area share after synthesis    21.3%
  Share of cell area taken by muxes after synthesis    1.86%
  Synth Cell Area    3760 sq um
  Yosys cell count    516
  Flip-flops with a built-in enable    0
  Average footprint of a synthesized cell    7.29 sq um
  Adder share    1.93%
  Tally of yosys warning messages    578
  Chip area from the yosys synthesis statistics    3760 sq um

Worst setup path
  Worst r2r path cells    7
  Launching element type of the critical path    flip-flop
  Arrival time at the worst endpoint    3.23 ns
  Crit Path Max Fanout    20
  Critical Path Start    PC_Reg.out[2]
  Crit. End Element    primary output
  CP max-delay cell    sky130_fd_sc_hd__clkdlybuf4s50_1
  Cells along the critical path    inv_1 > ha_1 > buf_4 > or2_2 > o21ai_1 > and4_1 > nand4_1 > o2111ai_1 > clkdlybuf4s50_1
  Critical path required time    5.52 ns
  Stage delay of the slowest cell on the critical path    0.50 ns
  Worst R2R Start    PC_Reg.out[2]
  Classification of the worst setup path    reg -> out

Run status
  Result of the run    finished clean

Job
  Number of violations of the max-capacitance limit    0
  Total tool warning count    29

Final timing
  Setup repair after global routing missed its margin    false
  Sum Neg Setup Slack    0 ns
  Final hold vios    0
  Final Max Slew Viols    0
  Relative max-transition margin    35.4%
  Slew at the pin with the worst max-slew slack    0.961 ns
  Part of the cycle the worst path needs    66.8%
  Smallest setup slack after layout    2.29 ns
  Time the worst path needs with I/O delays and setup    4.61 ns
  Setup skew after layout    0.00743 ns
  Achievable Freq    0.217 GHz
  # setup viols final    0

Clock tree
  Quantity of hold-fixing buffers added after cts    0
  Setup Fix Bufs, Post-CTS    0
  CTS-repair resized insts    0
  Clock root cell    sky130_fd_sc_hd__clkbuf_8
  H-tree Lvls    2
  Clock latency on the worst-skew pair    0.29 ns
  Clock slew at reported path FFs    0.08 ns
  Clock tree from TritonCTS    built
  Longest Clk Path Bufs    2
  Cts bufs inserted    5
  Total clock sinks    32

Die
  Die Size    9800 sq um
  Die height    99 microns
  Top-Level Pins    100
  FP Util    40.9%
  Core area    9200 sq um
  Cell Rows    35
  Chip width    99 microns

Layout
  Relative area change from synthesis to final layout    28.9%
  Register bank with the most flops    PC_Reg.out
  Largest register FFs    32
  Largest registers ranked by flip-flop count    PC_Reg.out (32)
  Final Instance Area    4850 sq um
  Share of final-layout standard cells stronger than drive strength 1    5.84%

Detailed routing
  Total number of vias    4232
  Post-route ant nets    0
  Initial DRC Count    371
  Drt via density    6.11
  Routed length per placed instance    18.5 microns
  Pre-Repair DR Iteration Count    6
  Total wire length    12800 microns
  DRC viols    0
  Count of antenna diodes in the layout    0

Worst hold path
  Type of the worst min-delay path    reg -> reg
  Number of stages on the worst hold path    2
  Launch instance of the worst min-delay path    PC_Reg.out[1]

Place
  Final GP Congestion    0.987
  Placed Instance Area    4740 sq um
  Pre-CTS WS    2.64 ns
  Total of buffers placed on input and output ports    99
  Final HPWL from detailed placement    9120 microns

Global route
  Remaining global-route overflow    0
  Maximum number of pins on one net before global-route repair    61
  Wire length of the first global-routing pass    20700 microns
  Global-route total usage across every layer    27.1%
  Initial antenna violation count    1
  Vias in the first global route    3986

Pwr
  Power Density    206 nW/um^2
  Total leakage power    1.82 nW
  Max VDD drop    0.123 mV
  Total power of the final layout    1.00 mW
-- per-layer routing --
| metal | up-vias | GRT usage, % | routed length (microns) | share of wire, % |
|---|---|---|---|---|
| met1 | 1979 | 42.3 | 6010 | 47 |
| met2 | 183 | 39.8 | 5570 | 43 |
| li1 | 2042 | - | - | - |
| met4 | 2 | 6.43 | 276 | 2.1 |
| met3 | 26 | 4.47 | 971 | 7.6 |
| met5 | - | 0 | 18 | 0.14 |
-- layout by cell type, fill, tap and decap left out, types with 6 or more instances in the layout --
cell / count
sky130_fd_sc_hd__or3_1: 6
sky130_fd_sc_hd__a22oi_1: 16
sky130_fd_sc_hd__nand4_1: 9
sky130_fd_sc_hd__o311ai_0: 11
sky130_fd_sc_hd__nand2_1: 43
sky130_fd_sc_hd__a211oi_1: 6
sky130_fd_sc_hd__mux2i_1: 7
sky130_fd_sc_hd__nor2_1: 38
sky130_fd_sc_hd__inv_1: 10
sky130_fd_sc_hd__nand3_1: 19
sky130_fd_sc_hd__o21ai_0: 50
sky130_fd_sc_hd__nand2b_1: 9
sky130_fd_sc_hd__a21oi_1: 28
sky130_fd_sc_hd__clkdlybuf4s50_1: 98
sky130_fd_sc_hd__nor3_1: 9
sky130_fd_sc_hd__nor2b_1: 11
sky130_fd_sc_hd__xnor2_1: 20
sky130_fd_sc_hd__and4_1: 7
sky130_fd_sc_hd__dfrtp_1: 32
sky130_fd_sc_hd__xor2_1: 11
sky130_fd_sc_hd__buf_4: 14
sky130_fd_sc_hd__and3_1: 11
sky130_fd_sc_hd__o211ai_1: 7
sky130_fd_sc_hd__nand3b_1: 18
-- worst max-delay path: cells and delay by family (launching register included) --
kind	cells	cell delay, ns
AOI/OAI and AO/OA	2	0.57
buffers and inverters	3	0.84
DFF	1	0.46
adders and majority gates	1	0.21
and+or+nand+nor	3	0.87
-- final timing paths --
check / to / slack, ns
worst max-delay path: instruction[4] / 2.29
worst min-delay path: PC_Reg.out[1] / 0.49
worst max register to register: PC_Reg.out[16] / 4.26
worst min register to register: PC_Reg.out[1] / 0.49
max in group asynchronous: PC_Reg.out[25] / 5.09
min in group asynchronous: PC_Reg.out[5] / 1.48
-- power breakdown --
part           internal (mW)  switching, mW  total [mW]  leakage [nW]
Combinational          0.293          0.269       0.562          1.38
Clock                  0.107         0.0784       0.186        0.0552
Sequential             0.215         0.0389       0.253         0.382
-- cells by family after synthesis --
family                     Yosys count
DFF                                 32
AOI/OAI and AO/OA                  164
adders and majority gates            6
buffers and inverters               65
and+or+nand+nor                    211
muxes                                7
xor gates and xnor gates            31
-- through the flow --
step	hold slack, ns	utilization, %	std cells
6_report	0.491	52.8	693
5_1_grt	0.525	52.8	693
4_1_cts	0.498	52.8	693
3_5_place_dp	0.474	51.6	685
3_3_place_gp	0.460	51.6	685
2_1_floorplan	0.447	-	516
-- layout make-up --
type / count / area (sq um)
Inverter: 10 / 37.5
Multi-Input combinational cell: 419 / 2680
Timing Repair Buffer: 113 / 1090
Fill cell: 864 / 4340
Clock buffer: 6 / 72.6
Sequential cell: 32 / 801
Tap cell: 111 / 139
Clock inverter: 2 / 35.0
No activity file was given, so power comes from the tool's default toggle rates.
